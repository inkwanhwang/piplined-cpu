==> /design/flow/design.v <==
module ControlUnit (
                    input [6:0] part_of_inst,
                    output reg mem_read,
                    output reg mem_to_reg,   
                    output reg mem_write,     
                    output reg alu_src,         
                    output reg write_enable,
                    output reg pc_to_reg,
                    output reg is_jal,
                    output reg is_jalr,
                    output reg branch,
                    output reg is_ecall
                    );
    always @(*) begin
          is_jal = (part_of_inst==7'b1101111) ? 1 : 0;
          is_jalr = (part_of_inst==7'b1100111) ? 1 : 0;
          branch = (part_of_inst==7'b1100011) ? 1 : 0;
          write_enable = (part_of_inst!=7'b0100011  && part_of_inst!=7'b1100011) ? 1 : 0;
          alu_src = (part_of_inst!=7'b0110011 && part_of_inst!=7'b1100011) ? 1 : 0;
          mem_read = (part_of_inst==7'b0000011) ? 1 : 0;
          mem_to_reg = (part_of_inst==7'b0000011) ? 1 : 0;
          mem_write = (part_of_inst==7'b0100011) ? 1 : 0;
          is_ecall = (part_of_inst==7'b1110011) ? 1 : 0;
          pc_to_reg = (part_of_inst==7'b1101111 || part_of_inst==7'b1100111) ? 1 : 0;
    end
endmodule
==> /design/flow/run.sh <==
#!/bin/bash
# OpenROAD 26Q1-2900-gdf79404cd8, Yosys 0.63+post, stock flow scripts
make -C /OpenROAD-flow-scripts/flow DESIGN_CONFIG=/design/flow/config.mk WORK_HOME=/design/flow/orfs finish
==> /design/flow/config.mk <==
export PLATFORM = sky130hd
export DESIGN_NAME = ControlUnit
export DESIGN_NICKNAME = ControlUnit
export VERILOG_FILES = /design/flow/design.v
export SDC_FILE = /design/flow/constraint.sdc
export NUM_CORES = 4
export LEC_CHECK = 1
export CORE_AREA = 10 10 70 70
export DIE_AREA = 0 0 80 80
==> /design/flow/constraint.sdc <==
current_design ControlUnit

set clk_period 1.6
set clk_io_pct 0.2

create_clock -name clk0 -period $clk_period

set non_clock_inputs [all_inputs -no_clocks]
set_input_delay [expr $clk_period * $clk_io_pct] -clock clk0 $non_clock_inputs
set_output_delay [expr $clk_period * $clk_io_pct] -clock clk0 [all_outputs]
==> results.cfg <==
; implementation run metrics
[run_status]
status = complete, but fails checks
violations = negative setup slack

[job]
log.warning_count = 34
maxCapViolCount = 0

[yosys]
yosys_cells = 16
synth_cells = 16
netlist_area_um2 = 118.9
yosysWarnings = 1
syn_avg_cell_area_um2 = 7.429
top_area_cell = nand4bb_4
ys_seq_frac = 0
topCellsByArea = nand4bb_4 23%, or3b_1 15%, nor2_1 9.5%
yosysChipArea_um2 = 118.9
synth_cell_types = 11
top_area_frac = 0.2316

[power]
switching_power_mw = 0.02411
peakVddDrop_v = 0.00003487
switching_share = 0.4235
powerDensity_mw_per_mm2 = 134.6
power_frac_seq = 0
pwr-share-comb = 1.000
cellInternalPower_mw = 0.03282
leakage_nw = 0.1754
pwr-share-clk = 0
p_total_mw = 0.05694

[setup_path]
max_stage_delay_ns = 0.34
critPathKind = primary input to output port
crit_chain = buf_6 -> nand4bb_4 -> buf_6 -> buf_6 -> or3b_1 -> buf_2
cpMostUsedCell = buf_6
critPathLaunch = part_of_inst[3]
cp-end-kind = output port
arrival_ns = 1.32
crit_slowest_cell = or3b_1
crit_path_end = alu_src
cp.required_ns = 1.28
critPathMaxFanout = 2
startpoint_type = primary input

[sta]
slew_headroom = 0.8574
fin_setup_tns_ns = -0.1559
fin_ws_ns = -0.04370
setup_viol = 4
worstMarginPinSlew_ns = 0.2123
hold_viol_final = 0
slew_viol_final = 0
period_minus_slack_ns = 1.644
rsz0062_at_grt = yes
timing.fmax_mhz = 608.4
period_used_share = 1.027
hold_ws_ns = 0.9299

[global_routing]
grt_pass1_vias = 240
grt.overflow.total = 0
antenna_found_initial = 0
grt_max_degree = 7
gr-usage-all-layers = 0.02378
grt_pass1_wl_um = 1228

[route]
vias_per_cell = 2.545
routed_wl_um = 791
vias = 224
wl_per_cell_um = 8.989
drtIter0Drc = 1
drt.antenna.violating_nets = 0
dr.pass1.iters = 2
n_antenna_cell = 0
drcViolationCount = 0

[placement]
dp_cells = 81
pre_cts_ws_ns = -0.6346
io_buffers = 17
dp_hpwl_um = 649.4
dpl_cell_area_um2 = 361.6
routabilityCongestion = 0.7393

[cells_and_area]
layout_top_cell = buf_2
final_area_um2 = 422.9
fin_util = 0.1238
finalNonFillerCells = 88
most-common-layout-cells = 9 x buf_2, 8 x buf_4, 5 x buf_6
clockBufferCount = 0
final_layout_size_suffix_gt1_frac = 0.6429
area_growth_pct = 255.8
flop-count = 0
final-seq-area_um2 = 0

[die]
ios = 17
rows = 21
core_area_mm2 = 0.003416
dieArea_mm2 = 0.006400
fp.dieW_um = 80
initCoreUtil = 0.03480
dieHeight_um = 80

[hold_path]
hold_class = primary input to output port
## worst min path at each step
stage             to  cells past startpoint  slack [ns]            start
4_1_cts   mem_to_reg                      3        0.93  part_of_inst[4]
5_1_grt     mem_read                      3        0.95  part_of_inst[4]
6_report  mem_to_reg                      3        0.93  part_of_inst[4]
## routing by layer
layer  vias up  track usage  wire [um]
met2         7      0.03933        381
met3         0     0.006818         55
li1        113            -          -
met5         -            0          0
met1       104      0.03164        354
met4         0            0          0
## worst max-delay path: cells and delay by family
family                 cells  cell delay, ns
buffers and inverters      4            0.45
AND/OR/NAND/NOR            2            0.55
## synthesized netlist by cell type
| cell | instances |
|---|---|
| buf_4 | 1 |
| inv_1 | 1 |
| nand3_1 | 2 |
| nand3b_1 | 1 |
| nand4bb_4 | 1 |
| nor2_1 | 3 |
| nor3_1 | 2 |
| nor4_1 | 1 |
| nor4b_1 | 1 |
| or3b_1 | 2 |
| xnor2_1 | 1 |
## final cells by class
type | count | area, um2
inverters | 1 | 3.754
repair buffers | 27 | 206.4
well taps | 46 | 57.56
multi-input cells | 14 | 155.1
fillers | 402 | 2993
## power groups by stage
stage         Combinational (mW)  Clock, mW  Sequential, mW
finish                    0.0569          0               0
global route              0.0619          0               0
CTS                       0.0546          0               0
## repair_timing
action                     CTS  global route
setup endpoints to repair   10             6
resized                     61             1
hold buffers                 0             0
pin swaps                    8             2
setup buffers                7             0
## logic make-up (layout without fill, tap and decap cells)
family,Yosys count,count (layout),share of synthesized area
xor+xnor,1,1,0.07370
buf+inv,2,28,0.09473
simple gates,13,13,0.8317
No activity file was given, so power comes from the tool's default toggle rates.
