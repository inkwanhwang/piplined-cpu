**constraint.sdc**
```tcl
current_design BranchUnit

set clk_period 7.6
set clk_io_pct 0.2

create_clock -name clk0 -period $clk_period

set non_clock_inputs [all_inputs -no_clocks]
set_input_delay [expr $clk_period * $clk_io_pct] -clock clk0 $non_clock_inputs
set_output_delay [expr $clk_period * $clk_io_pct] -clock clk0 [all_outputs]
```
**design.v**
```verilog
module BranchUnit(input is_jal, input is_jalr, input branch, input alu_bcond, input [31:0] pc_imm, input stall_cond, input [31:0] pc_4, input [31:0] alu_result, input [31:0] next_inst_pc,
    output reg pc_src, output reg is_actually_taken, output reg [31:0] target_pc, output reg [31:0] correct_pc, output reg [31:0] rd_data);  
    reg [6:0] opcode;
    always @(*) begin
        if (branch) begin
            target_pc = pc_imm;
            is_actually_taken = alu_bcond ? 1 : 0;
            correct_pc = alu_bcond ? pc_imm : pc_4;
            pc_src = (next_inst_pc != correct_pc) ? 1'b1 : 1'b0;
        end
        else if (is_jal) begin
            is_actually_taken = 1'b1;
            target_pc = pc_imm;
            correct_pc = pc_imm;
            rd_data = pc_4;
            pc_src = (next_inst_pc != correct_pc) ? 1'b1 : 1'b0;
        end
        else if (is_jalr) begin
            is_actually_taken = 1'b1;
            target_pc = alu_result;
            correct_pc = alu_result;
            rd_data = pc_4;
            pc_src = (next_inst_pc != correct_pc) ? 1'b1 : 1'b0;
        end
        else begin
            is_actually_taken = 1'b0;
            correct_pc = pc_4;
            pc_src = 1'b0;
        end
    end
endmodule
```
**config.mk**
```make
export PLATFORM = sky130hd
export DESIGN_NAME = BranchUnit
export DESIGN_NICKNAME = BranchUnit
export VERILOG_FILES = /design/flow/design.v
export SDC_FILE = /design/flow/constraint.sdc
export NUM_CORES = 4
export LEC_CHECK = 1
export CORE_AREA = 10 10 153 153
export DIE_AREA = 0 0 163 163
```
**run.sh**
```bash
#!/bin/bash
# OpenROAD 26Q1-2900-gdf79404cd8, Yosys 0.63+post, stock flow scripts
make -C /OpenROAD-flow-scripts/flow DESIGN_CONFIG=/design/flow/config.mk WORK_HOME=/design/flow/orfs finish
```
==> Slide: Implementation Results <==
Implementation Results

Status
  • Outcome: finished clean

Final timing
  • Fin crit period: roughly 5.5 ns
  • Final Cycle Share: a little over 70%
  • Register pins left without a clock: between 60 and 70
  • Unrepaired setup endpoints after global routing: no
  • Slew @ Worst Pin: between 0.7 and 0.8 ns
  • Worst rel slew slack: ~50%
  • Setup TNS: 0 ns
  • FMAX: 181.4 MHz
  • Final Max Tran Viols: 0
  • Endpoints left unconstrained: roughly 130
  • Final hold vios: 0
  • Endpoints failing setup: 0

Min path
  • HP Class: primary input to output pin

Critical path
  • Startpoint types: primary input
  • Critical Path End Type: output pin
  • Crit-path max cell delay: 0.47 ns
  • Max FO, Critical Path: 34
  • Data arrival, critical path: around 4.0 ns
  • Buf/Inv on CP: 3
  • Family with the most delay on the worst path: buffers and inverters
  • Critical Path RT: a little over 6 ns
  • Critical path class: primary input to output pin
  • CP Cell Sequence: buf_2 -> buf_4 -> mux2_2 -> xor2_1 -> nor4_1 -> nand4_1 -> nor3_1 -> a31oi_1 -> clkdlybuf4s50_1
  • Worst path slowest cell: buf_4

Power
  • Combinational share of power: between 90% and 100%
  • Sequential Power Share: between 7 and 8%
  • Sw Share: between 40 and 50%
  • Clk pwr share: 0%
  • Sw power: about 0.15 mW
  • LEAKAGE: about 2.6 nW
  • Pint: 0.1964 mW
  • PwrDens: 53.56 nW/um^2
  • Worst vdd ir: approximately 0.000022 V

Floorplan
  • I/O pin count: around 230
  • Height of the die: roughly 160 um
  • Fp_density: 18.98%
  • Die area: about 27,000 sq um
  • Row cnt: 52
  • Core Area: 20,170 sq um
  • Die W: 163 um

Synth
  • Top cells by area: dlxtn_1 25%, xor2_1 21%, mux2_2 16%
  • Mapped Area: around 3800 sq um
  • Cells in synth_stat.txt: 452
  • Synth Register Bits: around 64
  • Post-synthesis xor/xnor area fraction: a little over a fifth
  • AND-OR/OR-AND Cells, Area Fraction: a little under a tenth
  • Top logic family: multiplexers
  • Flip-flops with a built-in enable: 0
  • Top cell area share: around 25%
  • Cell variety after synth: 27
  • Post-Synth Simple-Gate Area: 12.25%
  • Main synth FF type: dlxtn_1
  • Post-Synthesis Cells: ~450
  • Adder share: 0%
  • Post-synthesis mux area share: around 28%
  • Yosys Chip Area: between 3000 and 4000 sq um
  • Yosys warning tally: 1
  • FFs w/ async S/R, synth: 0%
  • Dominant cell type by area after synthesis: dlxtn_1
  • Syn Area/Cell: ~8.5 sq um

Route
  • WL/cell: ~20 um
  • Initial DRC Count: 137
  • Final antenna-violating net count: 0
  • Ant. Diodes: 0
  • DRC viols: 0
  • Routed wire length: around 19 mm
  • Vias: 3,954
  • Post-DR vias/cell: roughly 4.2
  • DR pass1 iterations: 6

Global routing
  • Initial antenna violation count: 2
  • Vias in the first global route: 4,099
  • First-pass GRT wire length: between 20 and 30 mm
  • Largest net degree at the start of global routing: ~69
  • GRT Util Overall: between 10% and 20%
  • Remaining Overflow, GRT: 0

Place
  • RD Place Congestion: roughly 0.84
  • IO buf count: ~230
  • Detailed Place HPWL: between 15 and 20 mm
  • Dpl cell area: ~6400 sq um

Flow run
  • Max-cap violations: 0
  • Tool warning count: 33

Cells and area
  • Share of cells above drive strength 1: 11.76%
  • Final-layout fill cell count: about 2,200
  • Design area: approximately 6400 sq um
  • Top cell excl fill/tap: clkdlybuf4s50_1
  • Top cells excl fill/tap: 226 x clkdlybuf4s50_1, 93 x xor2_1, 64 x dlxtn_1, 55 x mux2_2, 33 x mux2i_1
  • Layout Area Growth over Synthesis: 66.86%

CTS
  • Post-CTS sizing: 0
  • Hold buffer count at CTS: 0
  • Setup bufs post-CTS: 0
final timing paths:
| check | start | endpoint | slack (ns) | cells after the start |
|---|---|---|---|---|
| hold / removal | branch | correct_pc[12] | 3.97 | 4 |
| setup / recovery | alu_bcond | pc_src | 2.09 | 9 |
cell usage after synthesis, types with 2 or more instances:
cell type / n
a21oi_1: 32
buf_1: 2
buf_2: 7
buf_6: 3
clkbuf_1: 14
dlxtn_1: 64
inv_1: 3
mux2_1: 2
mux2_2: 55
mux2_4: 7
mux2i_1: 33
nand2_1: 31
nand4_1: 5
nor2_1: 33
nor3_1: 3
nor4_1: 21
nor4_2: 2
o21ai_0: 33
xnor2_1: 2
xor2_1: 93
worst min-delay path, delay by kind of cell:
kind,cells,cell delay [ns]
AOI/OAI and AO/OA,1,0.07
and+or+nand+nor,1,0.12
buffers and inverters,2,0.73
power groups by stage:
stage,Clock [mW],Sequential (mW),Combinational [mW]
4_1_cts,0,0.0251,0.325
5_1_grt,0,0.0258,0.348
6_report,0,0.0250,0.317
per-stage QoR:
step	utilization [%]	cells	total power, mW	setup slack (ns)	hold slack [ns]
after floorplan	-	452	0.1509	2.521	3.127
after global placement	31.67	933	0.3473	2.047	3.991
after detailed placement	31.67	933	0.3477	2.040	3.969
after CTS	31.67	933	0.3501	2.030	3.982
after global routing	31.67	933	0.3734	1.869	4.044
final	31.67	933	0.3422	2.086	3.972
sequential cells by signal, indices dropped and copies added (netlist names):
signal / flops
rd_data: 32
target_pc: 32
per-layer routing:
layer / up-vias / wire (um) / track usage, %
met4: 2 / 29 / 0.2049
met5: - / 13 / 0
met1: 1818 / 8101 / 17.68
met2: 130 / 9373 / 24.08
li1: 2000 / - / -
met3: 4 / 1307 / 3.362
area by class of cell:
type / instances / area, sq um / share of cell area [%]
multi-input combinational: 359 / 2744 / 42.95
timing repair buffer: 237 / 2335 / 36.55
sequential: 64 / 960.9 / 15.04
tap: 270 / 337.8 / 5.288
inverter: 3 / 11.26 / 0.1763
logic make-up after synthesis:
kind of cell | after synthesis
mux | 97
simple gates | 99
buf+inv | 29
compound gates | 68
latches | 64
xor+xnor | 95
Power and IR drop assume default switching activity.
